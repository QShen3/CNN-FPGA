==> ./design.v <==
`timescale 1ns / 1ps
module FullConnect#(
    parameter BITWIDTH = 8,
    parameter LENGTH = 25,
    parameter FILTERBATCH = 1
    )
    (
    input [BITWIDTH * LENGTH - 1 : 0] data,
    input [BITWIDTH * LENGTH * FILTERBATCH - 1 : 0] weight,
    input [BITWIDTH * FILTERBATCH - 1 : 0] bias,
    output [BITWIDTH * 2 * FILTERBATCH - 1 : 0] result
    );
    wire [BITWIDTH * 2 - 1:0] out [0:FILTERBATCH - 1][0:LENGTH - 1];
    wire signed [BITWIDTH - 1:0] biasArray[0:FILTERBATCH - 1];
    reg signed [BITWIDTH * 2 - 1:0] resultArray [0:FILTERBATCH - 1];
    genvar i, j;
    generate
        for(i = 0; i < FILTERBATCH; i = i + 1) begin
            assign biasArray[i] = bias[(i + 1) * BITWIDTH - 1: i * BITWIDTH];
            assign result[(i + 1) * BITWIDTH * 2 - 1: i * BITWIDTH * 2] = resultArray[i];
        end
    endgenerate
    generate 
        for(i = 0; i < FILTERBATCH; i = i + 1) begin
            for(j = 0; j < LENGTH; j = j + 1) begin
                Mult#(BITWIDTH) mult(data[(j + 1) * BITWIDTH - 1:j * BITWIDTH], weight[(i * LENGTH + j) * BITWIDTH + BITWIDTH - 1 : (i * LENGTH + j) * BITWIDTH], out[i][j]);
            end
        end
    endgenerate
    integer sum, m, n;
    always @(*) begin
        for(m = 0; m < FILTERBATCH; m = m + 1) begin
            sum = 0;
            for(n = 0; n < LENGTH; n = n + 1) begin
                sum = sum + out[m][n];
            end
            sum = sum + biasArray[m];
            resultArray[m] = sum;
        end
    end
endmodule
`timescale 1ns / 1ps
module Mult#(
    parameter BITWIDTH = 8
    )
    (
    input signed [BITWIDTH-1:0] a,
    input signed [BITWIDTH-1:0] b,
    output signed [BITWIDTH * 2 - 1:0] c
    );
    assign c = a * b;
endmodule
==> ./run.sh <==
#!/bin/bash
# OpenROAD 26Q1-2900-gdf79404cd8, Yosys 0.63+post, stock flow scripts
make -C /OpenROAD-flow-scripts/flow DESIGN_CONFIG=/design/flow/config.mk WORK_HOME=/design/flow/orfs finish
==> ./config.mk <==
export PLATFORM = sky130hd
export DESIGN_NAME = FullConnect
export DESIGN_NICKNAME = FullConnect
export VERILOG_FILES = /design/flow/design.v
export SDC_FILE = /design/flow/constraint.sdc
export NUM_CORES = 4
export LEC_CHECK = 1
export CORE_UTILIZATION = 40
==> ./constraint.sdc <==
current_design FullConnect

set clk_period 18.2
set clk_io_pct 0.2

create_clock -name clk0 -period $clk_period

set non_clock_inputs [all_inputs -no_clocks]
set_input_delay [expr $clk_period * $clk_io_pct] -clock clk0 $non_clock_inputs
set_output_delay [expr $clk_period * $clk_io_pct] -clock clk0 [all_outputs]
==> Slide: Implementation Results <==
Run Summary

Outcome
  • Status: finished clean

Yosys
  • Synth area leader: fa_1
  • Logic family by area: adder cells
  • Dominant cell area share: 61.95%
  • Adders+Majority by Area: 71.19%
  • Mux frac, synth: 0%
  • Yosys chip area: 0.06366 sq mm
  • Cells after Synth: 6,364
  • Mapped Area: 0.06366 sq mm
  • Area fraction in compound gates: 0.2516%
  • Synth warn: 3
  • Seq share, synth: 0%
  • Simple-Gate Area Share: 13.23%
  • Synth unique cells: 21
  • Yosys xor share: 3.137%
  • Ranking of synthesized cells by area: fa_1, inv_1, ha_1
  • Syn_area_per_cell: 10.00 sq um
  • # Cells Yosys: 6,364

Final layout
  • Top cell excl fill/tap: inv_1
  • Flip-flop and latch count: 0
  • Commonest non-fill, non-tap cells in the layout: inv_1, fa_1, and2_1, nand2_1, ha_1
  • Synth-to-Final Area Change: 11.43%
  • Register Area: 0 sq um
  • Clk_buf instances: 0
  • Share of layout cells above drive strength 1: 0.8491%

Floorplan
  • Chip Width: 400.9 microns
  • Placeable Area: 0.1582 sq mm
  • # rows: 146
  • Io pins: 424
  • Starting Density: 40.24%
  • Die height: 400.9 microns
  • Die area: 0.1607 sq mm

Drt
  • Pre-antenna DRT Iters: 5
  • Antenna-violating nets left: 0
  • DR iter-0 viols: 1,153
  • Via count: 40,850
  • Via/cell ratio: 4.583
  • Drt total wl: 179.7 mm
  • Drt drc: 0
  • Average wire per standard cell: 20.16 microns

Worst setup path
  • CP Capture Type: primary output
  • CP Max Fanout: 8
  • Crit Path Category: in -> out
  • Startpoint Class: input pin
  • Crit-path slowest cell: fa_1
  • CP startpoint: data[87]
  • CP Data Required Time: 14.56 ns
  • Slowest stage delay, CP: 0.71 ns
  • Critical Path End: result[15]
  • CP most frequent cell: fa_1
  • CP Data Arrival Time: 14.07 ns

Final timing
  • Relative slew slack: 42.91%
  • Min Tclk post-route: 17.71 ns
  • Slew Viols, Final: 0
  • Max frequency: 56.47 MHz
  • Setup Viol. Count Final: 0
  • Slew @ Worst Pin: 0.8502 ns
  • Tightest hold margin: 8.936 ns
  • Final worst slack: 0.4928 ns
  • Fin. Hold Viols: 0
  • RSZ-0062 raised after global routing: true
  • Final worst path period share: 97.29%

Flow run
  • Tool Warnings: 48
  • Total of max-cap violations: 0

Placed design
  • GPL Wtd Cong: 0.9710
  • IO buf count: 424
  • Dpl hpwl: 170.8 mm
  • Dpl ws: 0.1238 ns

Global route
  • Pin count of the biggest net entering global routing: 10
  • Met2 Use GR: 40.23%
  • Total grt overflow: 0
  • GRT met3 Usage: 9.000%
  • First-pass GRT wire length: 285.5 mm
  • Number of antenna violations at the first check in global routing: 16
  • GRT busiest layer: met2
  • Met1 Use GR: 37.77%
  • Global Route Usage Sum: 25.65%
  • Vias in the first global route: 47,661

Worst hold path
  • Hold crit path type: in -> out
==> layout make-up <==
| class | count | area (sq um) |
|---|---|---|
| antenna | 10 | 25.02 |
| fill | 15065 | 87270 |
| multi-input combinational | 4296 | 55930 |
| tap | 2072 | 2592 |
| inverter | 2064 | 7751 |
| timing repair buffer | 471 | 4634 |
==> kinds of logic (layout without fill, tap and decap cells) <==
group                      Yosys count  in the layout
xor gates and xnor gates           228            228
adders and majority gates         2440           2440
other                                0             10
buffers and inverters             2068           2535
and+or+nand+nor                   1601           1601
AOI/OAI and AO/OA                   27             27
==> through the flow <==
stage / std cells / TNS (ns) / instance area, sq um / util (%)
final: 8913 / 0 / 70930 / 44.84
after global routing: 8911 / -0.01063 / 70930 / 44.83
after CTS: 8899 / 0 / 70800 / 44.76
after detailed placement: 8899 / 0 / 70800 / 44.76
after global placement: 8899 / 0 / 70800 / 44.76
after floorplan: 6364 / 0 / 63660 / -
==> metal layers <==
layer  vias to the layer above  part of all wire [%]
li1                      18506                     -
met1                     21128                    40
met2                      1106                    49
met3                       100                   9.0
met4                        10                   1.4
met5                         -                 0.038
==> synth_stat cells (all sizes together) <==
cell type	n
or2	1
clkinv	1
inv	2063
fa	1970
xor2	27
a21oi	7
o211ai	1
clkbuf	4
nand2b	119
or3	2
nor2b	38
a21o	3
xnor2	201
o21ai	10
and2	802
nor2	39
o21a	3
nand2	598
ha	470
o21bai	3
nor3	2
==> critical path, delay by kind of cell <==
kind	cells	cell delay (ns)
buffers and inverters	9	1.73
XOR/XNOR	10	1.92
adder cells (fa/ha/maj)	13	6.42
AND/OR/NAND/NOR	1	0.34
==> repair_timing <==
| action | CTS | global route |
|---|---|---|
| hold buffers | 0 | 0 |
| gates resized | 0 | 25 |
| setup endpoints to repair | 0 | 2 |
| buffers inserted | 0 | 4 |
==> worst min-delay path by stage <==
stage	from	to	cells past startpoint
global route	bias[0]	result[0]	5
CTS	bias[0]	result[0]	5
finish	bias[0]	result[0]	5
